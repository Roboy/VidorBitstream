===== flow/config.mk =====
export PLATFORM = sky130hd
export DESIGN_NAME = NEOPIXEL
export DESIGN_NICKNAME = NEOPIXEL
export VERILOG_FILES = /design/flow/design.v
export SDC_FILE = /design/flow/constraint.sdc
export NUM_CORES = 4
export LEC_CHECK = 1
export CORE_UTILIZATION = 40

===== flow/constraint.sdc =====
current_design NEOPIXEL

set clk_period 61.0
set clk_io_pct 0.2

create_clock -name clk0 -period $clk_period [get_ports {iCLOCK}]

set non_clock_inputs [all_inputs -no_clocks]
set_input_delay [expr $clk_period * $clk_io_pct] -clock clk0 $non_clock_inputs
set_output_delay [expr $clk_period * $clk_io_pct] -clock clk0 [all_outputs]

===== flow/design.v =====
module NEOPIXEL #(
  pCHANNELS=23,
  pSTART_ADDRESS=0
) (
  input                      iCLOCK,
  input                      iRESET,
  input       [3:0]          iCSR_ADDRESS,
  input                      iCSR_READ,
  output reg [31:0]          oCSR_READ_DATA,
  input                      iCSR_WRITE,
  input      [31:0]          iCSR_WRITE_DATA,
  output reg [31:0]          oDATA_ADDRESS,
  output reg                 oDATA_READ,
  input                      iDATA_WAIT_REQUEST,
  output [4:0]               oDATA_BURST_COUNT,
  input  [31:0]              iDATA_READ_DATA,
  input                      iDATA_READ_DATA_VALID,
  output reg                 oIRQ,
  output reg [pCHANNELS-1:0] oDATA,
  output reg                 oCLK
);
localparam pCHANNEL_BITS = $clog2(pCHANNELS);
enum reg [3:0] {eST_IDLE,                   
                eST_PRELOAD,                
                eST_SHIFTING,               
                eST_RESETTING               
               } rINT_STATE;                
reg [4:0]  rBIT_COUNTER,                    
           rBIT_COUNT;                      
reg [15:0] rCOUNTER;                        
reg [15:0] rT0H,                            
           rT1H,                            
           rTT,                             
           rTRESET;                         
reg [14:0]                rSTRING_LEN;      
reg [14:0]                rREG_STRING_LEN;  
reg [pCHANNELS-1:0][31:0] rPIXEL_DATA;      
reg [pCHANNELS-1:0][31:0] rTMP_DATA;        
reg [pCHANNELS-1:0]       rMASK;            
reg [pCHANNEL_BITS-1:0]   rCHAN_CNT;        
reg                       rSTART;           
reg [31:0]                rSTART_ADDRESS;   
reg [31:0]                rWRAP_ADDRESS;    
reg [14:0]                rWRAP_COUNT;      
reg [14:0]                rLINE_LENGTH;     
reg                       rZIGZAG;          
reg [31:0]                rZZ_OFFSET;       
reg [14:0]                rHCNT;            
reg                       rZZSTATE;         
reg                       rAPA;             
reg                       rAPA_SOF;         
integer i;
assign oDATA_BURST_COUNT = pCHANNELS;       
initial rSTART_ADDRESS <= pSTART_ADDRESS;
always @(posedge iCLOCK)
begin
  if (iCSR_WRITE) begin
    case (iCSR_ADDRESS)
      0: rMASK <= iCSR_WRITE_DATA;
      1: begin
        if (rINT_STATE==eST_IDLE) {rAPA, rSTART,rREG_STRING_LEN, rBIT_COUNT} <= iCSR_WRITE_DATA;
        oIRQ<=0;
      end
      2: if (rINT_STATE==eST_IDLE) rTRESET <= iCSR_WRITE_DATA;
      3: if (rINT_STATE==eST_IDLE) rT0H <= iCSR_WRITE_DATA;
      4: if (rINT_STATE==eST_IDLE) rT1H <= iCSR_WRITE_DATA;
      5: if (rINT_STATE==eST_IDLE) rTT <= iCSR_WRITE_DATA;
      6: if (rINT_STATE==eST_IDLE) {rZIGZAG, rZZSTATE,rLINE_LENGTH,rWRAP_COUNT} <= iCSR_WRITE_DATA;
      8: if (rINT_STATE==eST_IDLE) rSTART_ADDRESS <= iCSR_WRITE_DATA;
      9: if (rINT_STATE==eST_IDLE) rWRAP_ADDRESS <= iCSR_WRITE_DATA;
      10: if (rINT_STATE==eST_IDLE) rZZ_OFFSET <= iCSR_WRITE_DATA;
    endcase
  end
  if (iCSR_READ) begin
    case (iCSR_ADDRESS)
      0: oCSR_READ_DATA <= rMASK;
      1: oCSR_READ_DATA <= {rSTART, rSTRING_LEN, rBIT_COUNT};
      2: oCSR_READ_DATA <=  rTRESET;
      3: oCSR_READ_DATA <=  rT0H;
      4: oCSR_READ_DATA <=  rT1H;
      5: oCSR_READ_DATA <=  rTT;
      6: oCSR_READ_DATA <= {rZIGZAG, rZZSTATE,rLINE_LENGTH,rWRAP_COUNT};
      7: oCSR_READ_DATA <= rINT_STATE;
    endcase
  end
  if ((rINT_STATE==eST_IDLE) && rSTART) begin
    rINT_STATE<= eST_PRELOAD;
    rCHAN_CNT<= 0;
    oDATA_READ <= 1;
    oDATA_ADDRESS <= rSTART_ADDRESS;
    rSTART<= 0;
    rHCNT <= 0;
    rAPA_SOF <= rAPA;
    rSTRING_LEN <= rREG_STRING_LEN;
  end
  if (oDATA_READ&&!iDATA_WAIT_REQUEST) begin
    oDATA_READ<= 0;
    if (!rZZSTATE)
      oDATA_ADDRESS <= oDATA_ADDRESS+{oDATA_BURST_COUNT,2'b0};
    else
      oDATA_ADDRESS <= oDATA_ADDRESS-{oDATA_BURST_COUNT,2'b0};
    rHCNT <= rHCNT+1;
    if (rZIGZAG&&rHCNT==rLINE_LENGTH) begin
      oDATA_ADDRESS <= oDATA_ADDRESS+rZZ_OFFSET;
    rHCNT <= 0;
    rZZSTATE<= !rZZSTATE;
   end
   if (rSTRING_LEN==rWRAP_COUNT)
    oDATA_ADDRESS <= rWRAP_ADDRESS;
  end
  if (iDATA_READ_DATA_VALID) begin
    rCHAN_CNT<= rCHAN_CNT+1;
    rTMP_DATA[rCHAN_CNT]<= iDATA_READ_DATA;
    if (rCHAN_CNT==pCHANNELS-1) begin
      rCHAN_CNT <= 0;
      if (rINT_STATE==eST_PRELOAD) begin
        rPIXEL_DATA<= rTMP_DATA;
        rINT_STATE<= eST_SHIFTING;
        rCOUNTER <= 0;
        rBIT_COUNTER<= 0;
        oDATA_READ <= 1;
      end
    end
  end
  if (rINT_STATE==eST_SHIFTING) begin
    rCOUNTER<= rCOUNTER+1;
    if (rCOUNTER==0) begin
      if (!rAPA) oDATA<= rMASK;
      else begin
        if (rAPA_SOF) begin
          oDATA <= 0;
        end
        else for (i=0;i<pCHANNELS;i++) begin
          oDATA[i]<=rMASK[i] ? rPIXEL_DATA[i][rBIT_COUNT] : 0;
        end
      end
      oCLK <= 0;
    end
    if (rCOUNTER==rT1H) begin
      for (i=0;i<pCHANNELS;i++) begin
        if (!rAPA &&rPIXEL_DATA[i][rBIT_COUNT]) oDATA[i]<=0;
      end
      oCLK <= 1;
    end
    if (rCOUNTER==rT0H) begin
      for (i=0;i<pCHANNELS;i++) begin
        if (!rAPA && !rPIXEL_DATA[i][rBIT_COUNT]) oDATA[i]<=0;
      end
    end
    if (rCOUNTER==rTT) begin
      rCOUNTER<=0;
      rBIT_COUNTER<=rBIT_COUNTER+1;
      if (rBIT_COUNTER==rBIT_COUNT) begin
        rBIT_COUNTER<= 0;
        rAPA_SOF <= 0;
        if (rSTRING_LEN==0) begin
          rINT_STATE<= eST_RESETTING;
          rCOUNTER <= 0;
          oDATA <=0;
          rSTRING_LEN <= (rREG_STRING_LEN >64) ? ((rREG_STRING_LEN>>1) +1): 32;
        end
        else begin
          if (!rAPA_SOF) rSTRING_LEN<= rSTRING_LEN-1;
          if (!rAPA_SOF)
            oDATA_READ <= 1;
          rAPA_SOF <= 0;
          if (!rAPA_SOF) begin
            if (!rAPA)
              rPIXEL_DATA<= rTMP_DATA;
            else
              rPIXEL_DATA<= rTMP_DATA|{pCHANNELS{32'he0000000}};
          end
        end
      end
      else if (!rAPA_SOF) begin
        for (i=0;i<pCHANNELS;i++) begin
          rPIXEL_DATA[i] <= rPIXEL_DATA[i]<<1;
        end
      end
    end
  end
  if (rINT_STATE==eST_RESETTING) begin
    if (!rAPA) begin
      rCOUNTER <= rCOUNTER+1;
      if (rCOUNTER==rTRESET) begin
        rCOUNTER <= 0;
        rINT_STATE <= eST_IDLE;
        oCLK <= 0;
        oIRQ<= 1;
      end
    end else begin
      oDATA <= rMASK;
      rCOUNTER <= rCOUNTER+1;
      if (rCOUNTER==0) begin
        oCLK <= 0;
      end
      if (rCOUNTER==rT1H) begin
        oCLK <= 1;
      end
      if (rCOUNTER==rTT) begin
        rCOUNTER <= 0;
        rSTRING_LEN <= rSTRING_LEN-1;
        if (rSTRING_LEN==0) begin
          rINT_STATE <= eST_IDLE;
          oCLK <= 0;
          oIRQ <= 1;
        end
      end
    end
  end
end
endmodule

===== flow/run.sh =====
#!/bin/bash
# OpenROAD 26Q1-2900-gdf79404cd8, Yosys 0.63+post, stock flow scripts
make -C /OpenROAD-flow-scripts/flow DESIGN_CONFIG=/design/flow/config.mk WORK_HOME=/design/flow/orfs finish

==> CHANGELOG.md <==
### Changed

* Initial DRC count at 5,174
* Yosys warns at 1
* Outcome: finished, final reports clean
* RePlAce Congestion at 0.941
* Cells traversed along the worst timing path: buf_8 -> nand4_1 -> nor2_4 -> buf_4 -> buf_4 -> buf_12 -> buf_4 -> buf_4 -> buf_4 -> buf_4 -> mux2i_1 -> a22oi_1
* Hold-fix buffer count after cts at 0
* Path type of the worst setup path: in2reg
* Mean routed wirelength per cell at 26.5 microns
* Die outline height at 481 microns
* Total congestion overflow at 0
* Switch share at 0.223
* Initial core utilization at 0.403
* Chip width at 481 microns
* Vias per cell at 6.25
* Cts bufs inserted at 194
* Final worst slack at 44,020 ps
* Count of port buffers added during placement at 162
* Root Buffer: clkbuf_16
* DP Cell Count at 10,000
* Depth of the worst register-to-register path at 14
* Floorplan row count at 175
* Worst-case clock buffer depth at 3
* Buffers inserted by post-CTS timing repair at 0
* Post-Syn Area per Cell at 12.5 sq um
* Cell class contributing the biggest share of worst-path delay: buffers and inverters
* Number of remaining DRC errors at 0
* Final slew viol count at 0
* Cell count in the Yosys report at 7,337
* Setup repair after global routing missed its margin: false
* Most frequent logic cell in the layout: edfxtp_1
* Top cell type by total area after synthesis: edfxtp_1
* Crit-path max FO at 82
* Clock skew at 29.5 ps
* Layout overhead on the synthesized area at 11.4%
* Data required time at the worst endpoint at 61,670 ps
* Unique cell type count in the Yosys netlist at 82
* Via count at 64,800
* Setup violation total in the final timing report at 0
* Rel. slew slack at 0.330
* Number of nets with antenna violations after detailed routing at 0
* Post-place setup slack at 43,090 ps
* Antenna violations before repair at 6
* Chip area from the yosys synthesis statistics at 91,600 sq um
* Total routing resource utilization after global routing at 0.249
* Slowest cell delay on critical path at 740 ps
* Leakage Power at 34.8 nW
* Timing-limited maximum frequency at 58.9 MHz
* Log Warnings at 54
* Largest cells by area after synthesis: edfxtp_1 (35%), dfxtp_1 (17%), mux2_2 (9.1%)
* Post-cts gate resize count at 0
* Max cap viols at 0
* Most common cell type on the critical path: buf_4
* Proportion of layout cells with a drive suffix above 1 at 0.209
* IR Drop Worst-Case VDD at 0.0000259 V
* Global-route wire length before repair at 413,000 microns
* Post-synth top flop: edfxtp_1
* Net Switching at 0.603 mW
* Post-Route Setup TNS at 0 ps
* Nature of the critical path endpoint: register
* Post-route non-filler standard cell count at 10,400
* Part of the Yosys area used for sequential elements at 0.523
* Share of the core filled with cells in the final layout at 0.449
* Clock tree from TritonCTS: built
* Clock-pin slew on the worst setup and hold paths at 60 ps
* Full die area at 231,000 sq um
* Clock share of power at 0.438
* Share of power burned in combinational logic at 0.044
* CTS HTree Levels at 4
* Area of the mapped netlist at 91,600 sq um
* Slowest CP cell: buf_4
* Post-Synthesis Cells at 7,337
* Hold path cells at 0
* Worst slack on hold paths at 389 ps
* Cell-internal power at 2.10 mW
* Post-synth regs at 1,860
* Detail Placement HPWL at 159,000 microns
* Hold/Removal Path Class: reg2reg
* Sequential share of power at 0.518
* Worst Path Arrival at 17,660 ps
* Async S/R FF share, synth at 0
* Crit path depth at 12
* Top logic cells by instance count in the layout: edfxtp_1 (1,071), dfxtp_1 (789), o22ai_1 (752), mux2i_1 (749), mux2_2 (737)
* Hold Fails Final Rpt at 0
* Share of the clock period used by the worst path at 0.278
* Core footprint at 227,000 sq um
* Number of detailed-route iterations in the first pass at 6
* Finished layout cell area at 102,000 sq um
* Insertion Delay late pin at 840 ps
* Maximum number of pins on one net before global-route repair at 128
* Number of top-level pins at 169
* Worst Max-Slew Pin Slew at 995 ps
* Buffer-and-inverter tally for the worst setup path at 8
* Flip-flops with a built-in enable at 1,071
* TritonCTS sink count at 1,860
* Shortest period the worst path allows at 16,980 ps
* Overall power at 2.70 mW
* Share of the synthesized area in the top cell type at 0.351
* Via count of the first global-routing pass at 64,800
* Critical path startpoint category: input pin
* Area of placed instances at 95,700 sq um
* Final wirelength at 275,000 microns
* Cell area power density at 26.5 nW/um^2
## power groups by stage
stage / sequential, mW / combinational (mW) / clock [mW]
after CTS: 1.40 / 0.118 / 1.20
after global routing: 1.41 / 0.127 / 1.25
final: 1.40 / 0.118 / 1.18
## sequential cells by signal, indices dropped and copies added, names as in the netlist, 16 cells and up
| register | flops |
|---|---|
| rTMP_DATA | 736 |
| oDATA_ADDRESS | 32 |
| rMASK | 23 |
| rTT | 16 |
| oCSR_READ_DATA | 32 |
| rWRAP_ADDRESS | 32 |
| rCOUNTER | 16 |
| oDATA | 23 |
| rSTART_ADDRESS | 32 |
| rZZ_OFFSET | 32 |
| rT0H | 16 |
| rPIXEL_DATA | 736 |
| rT1H | 16 |
| rTRESET | 16 |
## Yosys cell counts, types with 5 or more instances
library cell,number
mux2i_1,749
a211oi_1,35
o211ai_1,15
edfxtp_1,1071
o22ai_1,752
nor2_1,283
a222oi_1,21
buf_1,51
nand2_1,178
ha_1,69
and2_1,14
o31ai_1,6
a22o_1,10
a21o_1,22
buf_2,179
mux4_2,230
nor2b_1,13
nor3b_1,30
buf_6,5
a221oi_1,5
nand4_1,37
a31oi_1,17
clkbuf_1,452
xor2_1,100
o21a_1,5
buf_4,27
a22oi_1,706
mux2_2,737
nor4_1,19
or3_1,7
or2_2,5
o21ai_1,14
and3_1,26
o21ai_0,84
nand2b_1,20
a21oi_1,212
dfxtp_1,789
inv_1,35
xnor2_1,104
nor3_1,55
nand3_1,63
## cell families (layout without fill, tap and decap cells)
group,Yosys count,after routing,share of synthesized area
AND-OR/OR-AND,1948,1948,0.142
flip-flops,1860,1860,0.523
multiplexers,1716,1716,0.229
AND/OR/NAND/NOR,785,785,0.0415
buffers and inverters,751,774,0.0347
XOR/XNOR,204,204,0.0195
adder cells (fa/ha/maj),71,71,0.00986
other,2,9,0.0000820
## final timing paths
check	from	to	slack, ps
max	iDATA_READ_DATA_VALID	rPIXEL_DATA[496]	44020
min	rINT_STATE[2]	rINT_STATE[2]	390
max reg2reg	rCHAN_CNT[0]	rPIXEL_DATA[496]	54140
min reg2reg	rINT_STATE[2]	rINT_STATE[2]	390
## final cells by class
type,count,area (sq um)
fill,19900,125000
sequential,1860,48000
multi-input combinational,4729,40700
clock buffer,302,5700
tap,3009,3760
timing repair buffer,371,3200
clock inverter,64,591
inverter,37,139
antenna,4,10.0
## per-layer routing
layer  vias up  GRT usage  routed length, microns
met4         8     0.0537                    7030
met5         -    0.00559                     203
li1      28800          -                       -
met1     32600      0.351                  110000
met3       415      0.125                   35100
met2      2986      0.359                  123000
Power and IR drop assume default switching activity.
