[flow/run.sh]
#!/bin/bash
# OpenROAD 26Q1-2900-gdf79404cd8, Yosys 0.63+post, stock flow scripts
make -C /OpenROAD-flow-scripts/flow DESIGN_CONFIG=/design/flow/config.mk WORK_HOME=/design/flow/orfs finish
[flow/config.mk]
export PLATFORM = sky130hd
export DESIGN_NAME = PWM
export DESIGN_NICKNAME = PWM
export VERILOG_FILES = /design/flow/design.v
export SDC_FILE = /design/flow/constraint.sdc
export NUM_CORES = 4
export LEC_CHECK = 1
export CORE_UTILIZATION = 50
[flow/constraint.sdc]
current_design PWM

set clk_period 8.3
set clk_io_pct 0.2

create_clock -name clk0 -period $clk_period [get_ports {iCLOCK}]

set non_clock_inputs [all_inputs -no_clocks]
set_input_delay [expr $clk_period * $clk_io_pct] -clock clk0 $non_clock_inputs
set_output_delay [expr $clk_period * $clk_io_pct] -clock clk0 [all_outputs]
[flow/design.v]
module PWM #(
  parameter pCHANNELS=16,
  parameter pPRESCALER_BITS=32,
  parameter pMATCH_BITS=32
) 
(
  input                              iCLOCK,
  input                              iRESET,
  input [$clog2(2*pCHANNELS+2)-1:0]  iADDRESS,
  input [31:0]                       iWRITE_DATA,
  input                              iWRITE,
  output reg [pCHANNELS-1:0]         oPWM
);
reg [pPRESCALER_BITS-1:0] rPRESCALER_CNT;
reg [pPRESCALER_BITS-1:0] rPRESCALER_MAX;
reg [pMATCH_BITS-1:0] rPERIOD_CNT;
reg [pMATCH_BITS-1:0] rPERIOD_MAX;
reg [pMATCH_BITS-1:0] rMATCH_H [pCHANNELS-1:0];
reg [pMATCH_BITS-1:0] rMATCH_L [pCHANNELS-1:0];
reg rTICK;
integer i;
always @(posedge iCLOCK)
begin
  if (iWRITE) begin
    if (iADDRESS>=2) case (iADDRESS[0])
      0: rMATCH_H[iADDRESS[$clog2(pCHANNELS):1]-1]<= iWRITE_DATA;
      1: rMATCH_L[iADDRESS[$clog2(pCHANNELS):1]-1]<= iWRITE_DATA;
    endcase
    else begin
	    case (iADDRESS[0])
		    0: rPRESCALER_MAX<=iWRITE_DATA;
		    1: rPERIOD_MAX<=iWRITE_DATA;
		  endcase
    end
  end
  rPRESCALER_CNT<=rPRESCALER_CNT+1;
  rTICK<=0;
  if (rPRESCALER_CNT>= rPRESCALER_MAX) begin
    rPRESCALER_CNT<=0;
    rTICK <=1;
  end
  if (rTICK) begin
    rPERIOD_CNT<=rPERIOD_CNT+1;
    if (rPERIOD_CNT>=rPERIOD_MAX) begin
      rPERIOD_CNT<=0;
    end
  end
  for (i=0;i<pCHANNELS;i=i+1) begin
    if (rMATCH_H[i]==rPERIOD_CNT)
      oPWM[i] <=1;
    if (rMATCH_L[i]==rPERIOD_CNT)
      oPWM[i] <=0;
  end
end
endmodule
==> run summary <==
post-DP HPWL - 82,050 µm
number of remaining DRC errors - 0
setup slack, reg-to-reg - 4840 ps
r2r worst-path depth - 8
TritonCTS Sinks - 1,169
Num CTS Buffers - 119
largest net degree at the start of global routing - 34
# setup viols final - 0
Pint - 0.009709 W
Setup Fix Bufs, Post-CTS - 0
logic area - 0.01422 mm²
power share of the combinational group - 2.6%
final instance area - 0.05602 mm²
CTS root buffer - clkbuf_16
row count - 115
P_sw - 0.002464 W
post-layout util - 56.92%
synthesized area - 0.04972 mm²
Core Util at FP - 50.51%
post-CTS sizing - 0
hold crit path type - flip-flop to flip-flop
Detailed Routing Iterations Pass 1 - 5
CP arrival - 4130 ps
First DRT Iteration DRCs - 2,046
H-Tree Depth - 3
CTS Hold Bufs - 0
initial antenna violation count - 11
number of cells in Yosys stat - 3,188
Top cells by area - edfxtp_1, xnor2_1, nand4_1
#FFs+latches synth - 1,169
top-count cell post-synth - edfxtp_1
synth warn - 1
# diodes - 0
Pwr per Cell Area - 217.3 mW/mm²
OpenROAD warning count - 27
max-cap check violation count - 0
Hold Violations, Final - 0
Distinct lib cells used - 50
post-synth top area cell - edfxtp_1
Net Sw Frac - 20.24%
DR vias/cell - 5.772
TritonCTS clock tree - built
reg2reg end - rPERIOD_CNT[29]$_SDFFCE_PP0P_
Die Wd - 317.3 µm
Post-DRT Antenna Nets - 0
Worst setup EP type - flip-flop
top cells by count - edfxtp_1, xnor2_1, nand4_1
cell area after placement - 0.05211 mm²
clock latency (worst-skew pair) - 700 ps
post-synthesis sequential area ratio - 69.62%
EDFF count, synth - 1,120
Post-Syn Instances - 3,188
leakage - 17.26 nW
Synth Area per Inst - 15.59 µm²
Post-Route WL - 151,600 µm
setup_tns - 0 ps
sequential share of power - 53.8%
global-route wire length before repair - 211,300 µm
max frequency - 0.2636 GHz
Clock Pin Slew Worst Setup and Hold Paths - 60 ps
Layout Skew - 27.83 ps
Synth top area share - 67.65%
slew margin rel. - 34.87%
clock share of power - 43.7%
FILL cells - 7,301
status - finished, final reports clean
Final Max Slew Viols - 0
core area - 0.09842 mm²
total die area - 0.1007 mm²
IO Pins - 57
via count - 27,410
PortBufs - 55
Peak VDD IR - 170.8 µV
fraction of layout cells with a size suffix above 1 - 11.21%
GRT Util Overall - 34.17%
yosys stat chip area - 0.04972 mm²
async set-or-reset flop fraction in the synthesized netlist - 0%
cycle use final - 45.71%
GR Overflow Total - 0
Hold Path Origin - oPWM[15]$_SDFFE_PN0N_
worst setup path start - iADDRESS[2]
Worst Max-Slew Pin Slew - 976.9 ps
minimum clock period - 3794 ps
routability cong. - 0.8848
main flop type - edfxtp_1
WL/cell - 31.93 µm
worst hold path depth - 2
Req. time, crit path - 8640 ps
startpoint types - primary input
area delta synth->final - 12.68%
Reg-to-Reg Start - rPERIOD_CNT[7]$_SDFFCE_PP0P_
crit path kind - primary input to flip-flop
crit-path max FO - 32
Register Area - 0.03461 mm²
RSZ-0062 raised after global routing - no
clk buf depth - 3
Die Ht - 317.3 µm
WHS Endpoint - oPWM[15]$_SDFFE_PN0N_
number of global-route vias before repair - 28,390
## per-layer routing
layer | global-route usage [%] | routed length (µm) | vias up
met3 | 26.35 | 27460 | 302
met5 | 4.451 | 637 | -
met2 | 48.93 | 70230 | 1882
met4 | 7.677 | 4432 | 28
met1 | 42.31 | 48830 | 13250
li1 | - | - | 11940
## registers in the layout, summed over array words and instances, names as in the netlist
name / cells
rPERIOD_CNT: 32
rPERIOD_MAX: 32
rMATCH_L: 512
rPRESCALER_MAX: 32
rTICK: 1
rPRESCALER_CNT: 32
rMATCH_H: 512
oPWM: 16
## final cells by class
cell class	count	share of cell area (%)
sequential	1169	61.79
multi-input combinational	1811	25.39
clock buffer	168	6.044
tap	1287	2.874
timing repair buffer	190	2.506
clock inverter	54	0.9336
inverter	69	0.4623
## critical path, stage by stage
cell             delay (ps)
clkdlybuf4s50_1         450
or2_2                   460
nor4b_1                 730
nor3b_2                 290
buf_4                   450
## how the worst max path moves through the flow
stage     slack, ps                          end  cells past startpoint
4_1_cts        4550  rPRESCALER_MAX[9]$_DFFE_PP_                      5
5_1_grt        4400  rPRESCALER_MAX[4]$_DFFE_PP_                      5
6_report       4510  rPRESCALER_MAX[4]$_DFFE_PP_                      5
## cell usage in the layout (no fill, tap or decap), types with 3 or more instances in the layout
cell,netlist,layout
nand3_1,32,32
nand2_1,41,41
nand4_1,273,273
nor3_1,6,6
clkinvlp_4,0,4
a21oi_1,58,58
clkbuf_16,0,122
clkinv_2,0,16
nor2_2,3,35
buf_2,108,32
dfxtp_1,49,49
a21o_1,4,4
inv_1,69,69
o21a_1,4,4
xor2_1,38,38
edfxtp_1,1120,1120
and4_1,11,11
buf_4,6,135
nor4_1,65,65
o21ai_0,8,8
nor2_1,107,75
clkbuf_8,0,16
clkinv_1,0,21
and3_1,9,9
o211ai_1,3,3
ha_1,66,66
clkbuf_1,16,30
xnor2_1,1046,1046
bufinv_16,0,10
nor2b_1,6,6
clkdlybuf4s50_1,0,23
## stage by stage
step                std cells  hold slack, ps  setup WS, ps  power [W]
floorplan                3188           441.0          2834   0.006734
global placement         4526           508.7          3809   0.006974
detailed placement       4526           500.7          3799   0.006979
CTS                      4748           519.1          4547    0.01223
global route             4748           532.4          4397    0.01248
finish                   4748           514.3          4506    0.01217
## cells by family (layout without fill, tap and decap cells)
family	Yosys count	in the layout	synth area share, %
AND-OR/OR-AND	86	86	0.9916
XOR/XNOR	1084	1084	19.10
adder cells (fa/ha/maj)	66	66	1.661
buffers and inverters	208	481	1.935
flip-flops	1169	1169	69.62
AND/OR/NAND/NOR	575	575	6.692
## power groups by stage
stage	combinational [W]	sequential [W]	clock (W)
CTS	0.000312	0.00654	0.00537
global route	0.000327	0.00655	0.00560
finish	0.000314	0.00654	0.00531
Power is estimated from default activity; no workload was simulated.
